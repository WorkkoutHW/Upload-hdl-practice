### config.mk
export PLATFORM = sky130hd
export DESIGN_NAME = Mux_4_32_case
export DESIGN_NICKNAME = Mux_4_32_case
export VERILOG_FILES = /design/flow/design.v
export SDC_FILE = /design/flow/constraint.sdc
export NUM_CORES = 4
export LEC_CHECK = 1
export CORE_AREA = 10 10 76 76
export DIE_AREA = 0 0 86 86
### constraint.sdc
current_design Mux_4_32_case

set clk_period 3.1
set clk_io_pct 0.2

create_clock -name clk0 -period $clk_period

set non_clock_inputs [all_inputs -no_clocks]
set_input_delay [expr $clk_period * $clk_io_pct] -clock clk0 $non_clock_inputs
set_output_delay [expr $clk_period * $clk_io_pct] -clock clk0 [all_outputs]
### design.v
module Mux_4_32_case(mux_out, data_3, data_2, data_1, data_0, select, enable);
output [31:0] mux_out;
input [31:0] data_3, data_2, data_1, data_0;
input [1:0] select;
input enable;
reg [31:0] mux_int;
assign mux_out = enable ? mux_int : 32'bz;
always @ *
if (select == 0) mux_int = data_0;
else if (select == 1) mux_int = data_1;
else if (select == 2) mux_int = data_2;
else if (select == 3) mux_int = data_3;
else mux_int = 32'bx;
endmodule
### run.sh
#!/bin/bash
# OpenROAD 26Q1-2900-gdf79404cd8, Yosys 0.63+post, stock flow scripts
make -C /OpenROAD-flow-scripts/flow DESIGN_CONFIG=/design/flow/config.mk WORK_HOME=/design/flow/orfs finish
==> results_slide.txt <==
Implementation Results

Run status
  • Status: finished clean

Power
  • Total chip power: 341 uW
  • Leakage power: between 0.8 and 0.9 nW
  • Pwr per Cell Area: between 100 and 150 nW/um^2
  • IR Drop Worst-Case VDD: 0.0000558 V

Placement
  • Placed Area: 2460 um^2
  • Placement Setup Slack: between 0.2 and 0.3 ns
  • IO buf count: roughly 160
  • Post-placement cell count: roughly 250
  • Final HPWL DP: just over 5000 um
  • Final GP Congestion: 0.847

Final timing
  • Slew at the pin with the worst max-slew slack: 0.274 ns
  • Final period util: 0.907
  • RSZ-0062 raised after global routing: false
  • Final worst slack: ~0.29 ns
  • Hold_ws: roughly 2.2 ns
  • Crit path time final: around 2.8 ns
  • TNS Setup: 0 ns
  • Fmax: roughly 360 MHz
  • Endpoints failing setup: 0
  • Endpoints failing hold: 0
  • Slew Viols, Final: 0
  • Max-slew headroom: 0.817

Worst hold path
  • Min-delay src: select[0]
  • Min-Delay Endpoint: mux_out[21]
  • Hold crit path type: in -> out
  • Hold depth: 4

Worst setup path
  • Crit-path cells: clkdlybuf4s50_1 > buf_4 > mux4_2 > clkdlybuf4s50_1
  • Family with the most delay on the worst path: buffers and inverters
  • Worst setup path category: in -> out
  • Worst-path fanout max: 20
  • Slowest cell on crit path: clkdlybuf4s50_1
  • Required time of the critical path: around 2.5 ns
  • Arr. time, crit path: between 2 and 2.5 ns
  • CP most frequent cell: clkdlybuf4s50_1
  • WP buf/inv: 3
  • Startpoint Class: input pin
  • Slowest stage delay, CP: 0.47 ns
  • Worst Setup End Kind: output port

Run
  • OpenROAD warning count: 34
  • Max-cap violations: 0

Global routing
  • GRT Residual Overflow: 0
  • Initial antenna violation count: 0
  • Largest net degree at the start of global routing: 21
  • First-pass GRT wire length: 8760 um
  • GRT Util Overall: 0.152
  • Vias in the first global route: 1,372

Yosys
  • Ys Warns: 2
  • Syn Inst Count: 39
  • # Cells Yosys: 39
  • Register share after synthesis: 0
  • Syn Area/Cell: ~21 um^2
  • Cell variety after synth: 5
  • Post-synthesis chip area from yosys: between 800 and 900 um^2
  • Synth Cell Area: 815 um^2

Route
  • Antenna Cells: 0
  • Vias: 1,174
  • Total Wirelength: 5560 um
  • DR WL/cell: around 22 um
  • TritonRoute pass-1 iters: 4
  • ANT nets after route: 0
  • DRC Markers: 0
  • Vias/cell: 4.73
  • Starting DRC count in detailed routing: 30

Finish
  • Layout cells sized above 1: 0.177
  • # fillers: approximately 320
  • Non-Filler Instances: between 200 and 250
  • Utilization after layout: 0.598
  • Syn-to-layout area delta: 202%
  • Clk_buf instances: 0
  • Final Instance Area: 2460 um^2
  • Flip-flops: 0
  • FF+latch area: 0 um^2
  • Top cells excl fill/tap: 161 x clkdlybuf4s50_1, 30 x mux4_2, 2 x mux4_1, 2 x buf_4, 2 x buf_12
  • Logic area: approximately 730 um^2
  • Most numerous logic cell after layout: clkdlybuf4s50_1

Die
  • Chip width: approximately 86 um
  • Die ar.: ~7400 um^2
  • Core Rows: 23
  • DIE HEIGHT: around 86 um
  • Number of I/O pins: around 160
  • FP Util: 0.198
  • Core ar.: 4120 um^2

Clocking
  • Postcts setup bufs: 0
  • Post-CTS sizing: 0
  • Number of hold-repair buffers added at the cts stage: 0
## routing by layer
layer	track usage	wire (um)	vias to the layer above
met5	0	0	-
met4	0	0	0
met3	0.0639	613	0
met2	0.264	2890	101
met1	0.183	2050	547
li1	-	-	526
## kinds of logic (layout without fill, tap and decap cells)
family | after synthesis | after routing | share of synthesized area
buffers and inverters | 7 | 166 | 0.106
multiplexers | 32 | 32 | 0.894
## layout make-up
type	instances	area share
Timing Repair Buffer	166	0.679
Multi-Input combinational cell	32	0.296
Tap cell	50	0.0254
## where the power goes
part / switching (mW) / internal (mW)
registers: 0 / 0
clock network: 0 / 0
logic: 0.0615 / 0.279
total: 0.0615 / 0.279
## how the worst max path moves through the flow
stage,start,endpoint,slack [ns],cells after the start
final,select[1],mux_out[2],0.29,4
after global routing,select[1],mux_out[20],0.24,4
after CTS,select[1],mux_out[2],0.30,4
## cell usage after synthesis, drive strengths merged
library cell | count | area (um^2)
buf | 7 | 86.3
mux4 | 32 | 728
No activity file was given, so power comes from the tool's default toggle rates.
