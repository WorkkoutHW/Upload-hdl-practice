--- ./config.mk ---
export PLATFORM = sky130hd
export DESIGN_NAME = mux4
export DESIGN_NICKNAME = mux4
export VERILOG_FILES = /design/flow/design.v
export SDC_FILE = /design/flow/constraint.sdc
export NUM_CORES = 4
export LEC_CHECK = 1
export CORE_AREA = 10 10 70 70
export DIE_AREA = 0 0 80 80
--- ./constraint.sdc ---
current_design mux4

set clk_period 1.0
set clk_io_pct 0.2

create_clock -name clk0 -period $clk_period

set non_clock_inputs [all_inputs -no_clocks]
set_input_delay [expr $clk_period * $clk_io_pct] -clock clk0 $non_clock_inputs
set_output_delay [expr $clk_period * $clk_io_pct] -clock clk0 [all_outputs]
--- ./design.v ---
module mux2(d0, d1, s, y);
	parameter word_size = 4;
	input [word_size-1:0] d0, d1; 
	input s;
	output [word_size-1:0] y;
assign y = s ? d1 : d0;
endmodule
module mux4(d0, d1, d2, d3, s, y);
	input [15:0] d0, d1, d2, d3;
	input [1:0] s;
	output [15:0] y;
	wire [15:0] y0, y1;
mux2 #(16) u0(d0, d1, s[0], y0);
mux2 #(16) u1(d2, d2, s[0], y1);
mux2 #(16) u2(y0, y1, s[1], y);
endmodule 
--- ./run.sh ---
#!/bin/bash
# OpenROAD 26Q1-2900-gdf79404cd8, Yosys 0.63+post, stock flow scripts
make -C /OpenROAD-flow-scripts/flow DESIGN_CONFIG=/design/flow/config.mk WORK_HOME=/design/flow/orfs finish
==> changes_impl.md <==
### Physical design

- Worst Hold Class: in -> out
- Failing checks: setup timing
- Final Hold Fails: 0
- Via count: around 630
- Initial DRC Count: 4
- Max-slew headroom: 0.890
- Crit path time final: 1.08 ns
- Biggest area consumer among synthesized cells: mux2i_1
- RSZ-0062 raised after global routing: yes
- CP required: approximately 0.80 ns
- Tool warnings: ~50
- Antenna-violating nets left: 0
- Critical Path AT: between 0.8 and 0.9 ns
- # IOs: around 82
- Clock Buffer Count: 0
- Syn_area_per_cell: around 6.5 µm²
- Fp util: 0.101
- CP Capture Type: output pin
- Height of the chip: around 80 µm
- Most frequent logic cell in the layout: dlygate4sd2_1
- Final Wtd Congestion: 0.767
- Clock power frac: 0
- Die area: approximately 6400 µm²
- Placeable Area: 3420 µm²
- Synth Seq Share: 0
- Pwr dens: 347 nW/µm²
- Post-route DRC: 0
- Number of global-route vias before repair: 630
- Largest vdd supply drop: 98.0 µV
- Reg area: 0 µm²
- Pin count of the biggest net entering global routing: 17
- Final setup viols: 3
- Post-DP Area: roughly 1100 µm²
- Post-route cell area: 983 µm²
- WS Path Type: in -> out
- Run status: complete, but fails checks
- Synth Area in Adders: 0
- Total track usage: 0.0663
- Layout cell share with drive strength beyond 1: 0.225
- Leak: 0.528 nW
- Initial antenna violation count: 0
- FMAX: slightly above 0.9 GHz
- Post-layout util: 0.288
- Final period util: 1.08
- Synthesized instance count: about 53
- Crit path largest cell delay: between 0.4 and 0.5 ns
- Worst-path maximum fanout: 1
- Final Slew Violations: 0
- Row cnt: 21
- Avg WL per Cell: 13.7 µm
- Most frequent cells in the layout: dlygate4sd2_1, buf_2, nand2_1
- Worst-path cell chain: clkdlybuf4s50_1 -> nand2_1 -> o21ai_1 -> buf_2
- Total power: between 0.3 and 0.4 mW
- Final setup margin: -0.0750 ns
- Final wirelength: 2270 µm
- Routed vias/inst: ~3.8
- Yosys cell count: ~53
- Die W: roughly 80 µm
- Cell Type Count: 8
- First-pass GRT wire length: roughly 3500 µm
- AND-OR/OR-AND Cells, Area Fraction: 0.232
- Simple-Gate Area Share: 0.174
- Slowest cell on crit path: clkdlybuf4s50_1
- Reg power frac: 0
- Total gr overflow: 0
- DR pass1 iterations: 4
- Synthesized area: 345 µm²
- DP HPWL: approximately 1900 µm
- Sequential cells: 0
- Dominant combinational family: multiplexers
- Critical path launch point type: input pin
- Buffers on Ports: approximately 66
- TNS Setup: -0.114 ns
- Net Switching: approximately 0.11 mW
- Top cells by area: mux2i_1, nand2_1, o21ai_1
- Design internal power: roughly 0.23 mW
- Power share of the combinational group: 1.000
- # Max-Cap Violations: 0
- # diodes: 0
- Hold buffers post-CTS: 0
- Synth Warn #: 0
- Synth top area share: 0.464
- Yosys xor share: 0
- Area grow syn2layout: 185%
- Sw Ratio: 0.335
- Mux share: 0.464
- Area reported by Yosys stat: about 350 µm²
- Worst Max-Slew Pin Slew: between 0.15 and 0.2 ns
## critical path: cells and delay by family
| kind | cells | cell delay (ns) |
|---|---|---|
| buffers and inverters | 2 | 0.57 |
| AOI/OAI and AO/OA | 1 | 0.06 |
| and+or+nand+nor | 1 | 0.05 |
## worst paths after layout
path / from / end / slack (ns) / depth (start not counted)
worst max-delay path: d2[13] / y[13] / -0.08 / 4
worst min-delay path: d2[7] / y[7] / 0.78 / 4
## timing repair
item | in CTS | in global routing
setup buffers | 1 | 0
setup endpoints to repair | 16 | 16
resized | 122 | 0
cloned | 2 | 0
pin swaps | 26 | 8
## synthesized netlist by cell type (all sizes together)
cell type / instances
nand2: 16
o21ai: 16
buf: 4
mux2i: 16
clkbuf: 1
## cell type report
type | instances | area, µm²
multi-input combinational | 48 | 312
fill | 402 | 2430
tap | 46 | 57.6
timing repair buffer | 72 | 614
## cell families (layout without fill, tap and decap cells)
family / after synthesis / in the layout
buffers and inverters: 5 / 72
multiplexers: 16 / 16
AND/OR/NAND/NOR: 16 / 16
AND-OR/OR-AND: 16 / 16
## power by group through the flow
stage     clock (mW)  sequential (mW)  combinational, mW
4_1_cts            0                0              0.351
6_report           0                0              0.341
5_1_grt            0                0              0.378
## layer usage
layer | global-route usage | wire length [µm] | share of wire
met5 | 0 | 0 | 0
met4 | 0 | 0 | 0
met3 | 0.0159 | 177 | 0.078
met2 | 0.112 | 1090 | 0.48
met1 | 0.0885 | 1010 | 0.44
## through the flow
stage               worst slack, ns  instances  hold WS [ns]
global route                -0.0956        166         0.804
floorplan                     0.129         53         0.435
finish                      -0.0750        166         0.778
CTS                         -0.0861        166         0.781
global placement             -0.804        163          1.30
detailed placement           -0.818        163          1.30
Power and IR drop assume default switching activity.
