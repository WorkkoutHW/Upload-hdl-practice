===== flow/run.sh =====
#!/bin/bash
# OpenROAD 26Q1-2900-gdf79404cd8, Yosys 0.63+post, stock flow scripts
make -C /OpenROAD-flow-scripts/flow DESIGN_CONFIG=/design/flow/config.mk WORK_HOME=/design/flow/orfs finish

===== flow/config.mk =====
export PLATFORM = sky130hd
export DESIGN_NAME = AU_4
export DESIGN_NICKNAME = AU_4
export VERILOG_FILES = /design/flow/design.v
export SDC_FILE = /design/flow/constraint.sdc
export NUM_CORES = 4
export LEC_CHECK = 1
export CORE_AREA = 10 10 70 70
export DIE_AREA = 0 0 80 80

===== flow/constraint.sdc =====
current_design AU_4

set clk_period 4.1
set clk_io_pct 0.2

create_clock -name clk0 -period $clk_period

set non_clock_inputs [all_inputs -no_clocks]
set_input_delay [expr $clk_period * $clk_io_pct] -clock clk0 $non_clock_inputs
set_output_delay [expr $clk_period * $clk_io_pct] -clock clk0 [all_outputs]

===== flow/design.v =====
module half_add(input a, 
		input b, 
		output sum, 
		output c_out);
xor (sum, a, b);
and (c_out, a, b);
endmodule
module full_add(input a,
		input b,
		input c_in,
		output c_out,
		output sum);
	wire w1, w2, w3;
half_add h1(a, b, w1, w2);
half_add h2(c_in, w1, sum, w3);
or (c_out, w2, w3);
endmodule
module MUX_4x1 (input S1, S0,
		input I1, I2,
		output Y);
		wire w1, w2;
and (w1, I1, S0);
and (w2, I2, S1);
or(Y, w1, w2);
endmodule
module AU_4(input [3:0] A, B,
		input S1, S0,
		input Cin,
		output Cout,
		output [3:0] G);
		wire c_in1, c_in2, c_in3;
		wire [3:0] Bbar, Y;
not (Bbar[0], B[0]);
not (Bbar[1], B[1]);
not (Bbar[2], B[2]);
not (Bbar[3], B[3]);
MUX_4x1 M1(S1, S0, B[0], Bbar[0], Y[0]);
MUX_4x1 M2(S1, S0, B[1], Bbar[1], Y[1]);
MUX_4x1 M3(S1, S0, B[2], Bbar[2], Y[2]);
MUX_4x1 M4(S1, S0, B[3], Bbar[3], Y[3]); 
full_add M5(A[0], Y[0], Cin, c_in1, G[0]);
full_add M6(A[1], Y[1], c_in1, c_in2, G[1]);
full_add M7(A[2], Y[2], c_in2, c_in3, G[2]);  
full_add M8(A[3], Y[3], c_in3, Cout, G[3]);
endmodule
module AL_4(input [3:0] A,B,
		input S1, S0,
		output reg [3:0] G_L);
always @ *
	case({S1, S0})
		2'b00: G_L = A & B;  
		2'b01: G_L = A | B;  
		2'b10: G_L = A ^ B;  
		2'b11: G_L = ~A;  
	endcase
endmodule

==> results.sh <==
# flow metrics
export IMPL_status="complete, no violations"
export IMPL_startpoint_type="input pin"
export IMPL_place_inst=77
export IMPL_crit_arrival_ns=3.07
export IMPL_post_cts_hold_buffer_count=0
export IMPL_yosysCellCount=18
export IMPL_detailed_route_drc_error_count=0
export IMPL_timing_max_transition_violations_final=0
export IMPL_grt_overflow=0
export IMPL_synth_unique_cells=5
export IMPL_avgViaCountPerCell=1.987
export IMPL_netlist_top_cells_count="6 x inv_1, 4 x buf_4, 4 x fa_1"
export IMPL_dr_pass1_iters=2
export IMPL_fin_tns_setup_ns=0
export IMPL_number_of_antenna_diodes=0
export IMPL_mappedNetlistArea_um2=175.2
export IMPL_min_delay_worst_endpoint="G[3]"
export IMPL_synth_chip_area_um2=175.2
export IMPL_holdCritPathClass="input pin to output port"
export IMPL_crit_end_element="output port"
export IMPL_max_vdd_ir_drop_mv=0.01587
export IMPL_critPathMaxFanout=1
export IMPL_placeableCoreArea_um2=3416
export IMPL_netlist_top_cells_area="fa_1 46%, buf_4 17%, inv_1 13%"
export IMPL_final_hold_violation_count=0
export IMPL_cellPowerDensity_nw_per_um2=122.0
export IMPL_seqCellArea_um2=0
export IMPL_largest_area_cell="fa_1"
export IMPL_dieArea_um2=6400
export IMPL_core_rowCount=21
export IMPL_vias_in_the_first_global_route=164
export IMPL_worst_ep_required_time_ns=3.28
export IMPL_hold_path_startpoint="S0"
export IMPL_openroad_warnings=32
export IMPL_route_final_wire_length_um=653
export IMPL_flow_area_growth_from_synthesis_pct=117.9
export IMPL_whs_path_depth=5
export IMPL_grt_first_pass_wirelength_um=959
export IMPL_sequential_cell_count=0
export IMPL_slew_headroom=0.8744
export IMPL_p_leak_uw=0.0001614
export IMPL_vias=153
export IMPL_portion_of_the_post_synthesis_area_used_by_sequential_elements=0
export IMPL_postCtsSetupBuffers=0
export IMPL_setup_repair_after_global_routing_missed_its_margin="false"
export IMPL_syn_area_per_cell_um2=9.732
export IMPL_timing_max_cap_violations=0
export IMPL_synth_top_area_share=0.4571
export IMPL_max_clock_freq_mhz=257.0
export IMPL_final_setup_viol_count=0
export IMPL_num_io_pins=16
export IMPL_num_clock_buffers=0
export IMPL_synth_cells=18
export IMPL_max_slew_worst_pin_slew_ns=0.1832
export IMPL_floorplan_die_width_um=80
export IMPL_yosys_warning_tally=0
export IMPL_place_hpwl_um=656.5
export IMPL_layout_drive_gt1_share=0.2258
export IMPL_routed_wire_length_per_instance_um=8.481
export IMPL_number_of_routed_nets_with_antenna_violations=0
export IMPL_numPortBuffers=16
export IMPL_die_h_um=80
export IMPL_grtUsageTotal=0.01994
export IMPL_layoutNonFillerInstCount=77
export IMPL_timing_final_crit_share=0.9492
export IMPL_maximum_number_of_pins_on_one_net_before_global_route_repair=5
export IMPL_drt_first_iter_violations=2
export IMPL_most_common_cell="inv_1"
export IMPL_initial_utilization=0.05128
export IMPL_number_of_antenna_violations_at_the_first_check_in_global_routing=0
export IMPL_cp_class="input pin to output port"
export IMPL_final_weighted_congestion_in_routability_driven_placement=0.6317
export IMPL_timing_final_crit_period_ns=3.892
-- how the worst max path moves through the flow --
| stage | from | end | cells after the start |
|---|---|---|---|
| after CTS | B[0] | G[3] | 9 |
| after global routing | B[0] | G[2] | 8 |
| final | B[0] | G[2] | 8 |
-- critical path: stages --
cell and delay (ns):
dlygate4sd2_1 0.24, mux2_4 0.30, fa_2 0.34, fa_2 0.36
inv_2 0.07, fa_2 0.42, inv_1 0.06, clkdlybuf4s50_1 0.46
-- layout make-up --
| cell class | count | area, um2 |
|---|---|---|
| multi-input cells | 8 | 133.9 |
| fillers | 397 | 3034 |
| repair buffers | 17 | 167.7 |
| well taps | 46 | 57.56 |
| inverters | 6 | 22.52 |
-- per-stage QoR --
step | total power (uW) | setup WS, ns | hold slack [ns] | util | instance area [um2]
after global routing | 53.63 | 0.1221 | 2.483 | 0.1117 | 381.6
final | 46.55 | 0.2082 | 2.416 | 0.1117 | 381.6
after CTS | 49.67 | 0.0002738 | 2.679 | 0.1106 | 377.9
after detailed placement | 48.10 | -0.3345 | 2.738 | 0.1084 | 370.4
after global placement | 47.36 | -0.3392 | 2.729 | 0.1084 | 370.4
after floorplan | 22.97 | 0.5918 | 1.857 | - | 175.2
-- power breakdown --
group          switching, uW  internal (uW)
clock                      0              0
combinational           13.6           32.9
sequential                 0              0
-- metal layers --
| metal | GRT usage | vias up | wire length, um |
|---|---|---|---|
| met3 | 0.01136 | 0 | 93 |
| met1 | 0.01600 | 73 | 169 |
| met5 | 0 | - | 0 |
| met2 | 0.04173 | 6 | 390 |
| li1 | - | 74 | - |
| met4 | 0 | 0 | 0 |
-- timing repair --
item / CTS / global route
pin swaps: 4 / 4
gates cloned: 0 / 0
setup endpoints to repair: 3 / 1
gates resized: 8 / 2
hold endpoints to repair: 0 / 0
-- cell families (layout without fill, tap and decap cells) --
logic type | count (synthesis) | after routing | synth area share
fa+ha+maj | 4 | 4 | 0.4572
buf+inv | 10 | 23 | 0.3000
mux | 4 | 4 | 0.2429
-- placed cells by master (no fill, tap or decap) --
cell	n
mux2_4	1
fa_2	3
mux2_2	1
clkdlybuf4s50_1	12
inv_1	5
clkdlybuf4s15_1	1
inv_2	1
buf_4	1
mux2i_1	2
fa_1	1
dlymetal6s2s_1	1
dlygate4sd2_1	2
No activity file was given, so power comes from the tool's default toggle rates.
